`/design/flow/run.sh`:
```
#!/bin/bash
# OpenROAD 26Q1-2900-gdf79404cd8, Yosys 0.63+post, stock flow scripts
make -C /OpenROAD-flow-scripts/flow DESIGN_CONFIG=/design/flow/config.mk WORK_HOME=/design/flow/orfs finish
```
`/design/flow/config.mk`:
```
export PLATFORM = sky130hd
export DESIGN_NAME = async_fifo
export DESIGN_NICKNAME = async_fifo
export VERILOG_FILES = /design/flow/design.v
export SDC_FILE = /design/flow/constraint.sdc
export NUM_CORES = 4
export LEC_CHECK = 1
export CORE_UTILIZATION = 30
```
`/design/flow/constraint.sdc`:
```
current_design async_fifo

set clk_period 9.7
set clk_io_pct 0.2

create_clock -name clk0 -period $clk_period [get_ports {rd_clk}]
create_clock -name clk1 -period $clk_period [get_ports {wr_clk}]

set non_clock_inputs [all_inputs -no_clocks]
set_input_delay [expr $clk_period * $clk_io_pct] -clock clk0 $non_clock_inputs
set_output_delay [expr $clk_period * $clk_io_pct] -clock clk0 [all_outputs]
```
`/design/flow/design.v`:
```
module async_fifo #(
    parameter DATA_WIDTH = 8,
    parameter ADDR_WIDTH = 6,   
    parameter FIFO_DEPTH = 64
)(
    input wire wr_clk,
    input wire wr_rst_n,
    input wire wr_en,
    input wire [DATA_WIDTH-1:0] wr_data,
    output wire full,
    input wire rd_clk,
    input wire rd_rst_n,
    input wire rd_en,
    output wire [DATA_WIDTH-1:0] rd_data,
    output wire empty,
    output wire almost_full,
    output wire almost_empty
);
    wire [ADDR_WIDTH-1:0] wr_addr, rd_addr;
    wire [ADDR_WIDTH:0] wr_ptr, rd_ptr, wr_sync_to_rd, rd_sync_to_wr;
    sync_rd_to_wr sync_rd2wr (
        .wr_sync_to_rd(wr_sync_to_rd),
        .rd_ptr(rd_ptr),
        .wr_clk(wr_clk),
        .wr_rst_n(wr_rst_n)
    );
    sync_wr_to_rd sync_wr2rd (
        .rd_sync_to_wr(rd_sync_to_wr),
        .wr_ptr(wr_ptr),
        .rd_clk(rd_clk),
        .rd_rst_n(rd_rst_n)
    );
    fifo_memory #(
        .DATA_WIDTH(DATA_WIDTH),
        .ADDR_WIDTH(ADDR_WIDTH),
        .FIFO_DEPTH(FIFO_DEPTH)
    ) fifo_mem (
        .rd_data(rd_data),
        .wr_data(wr_data),
        .wr_addr(wr_addr),
        .rd_addr(rd_addr),
        .wr_en(wr_en),
        .full(full),
        .wr_clk(wr_clk)
    );
    rd_ptr_empty #(
        .ADDR_WIDTH(ADDR_WIDTH)
    ) rd_ptr_ctrl (
        .empty(empty),
        .rd_addr(rd_addr),
        .rd_ptr(rd_ptr),
        .wr_sync_to_rd(wr_sync_to_rd),
        .rd_en(rd_en),
        .rd_clk(rd_clk),
        .rd_rst_n(rd_rst_n)
    );
    wr_ptr_full #(
        .ADDR_WIDTH(ADDR_WIDTH)
    ) wr_ptr_ctrl (
        .full(full),
        .wr_addr(wr_addr),
        .wr_ptr(wr_ptr),
        .rd_sync_to_wr(rd_sync_to_wr),
        .wr_en(wr_en),
        .wr_clk(wr_clk),
        .wr_rst_n(wr_rst_n)
    );
    assign almost_full = 1'b0;   
    assign almost_empty = 1'b0;  
endmodule
module fifo_memory #(
    parameter DATA_WIDTH = 8,
    parameter ADDR_WIDTH = 6,
    parameter FIFO_DEPTH = 64
)(
    output wire [DATA_WIDTH-1:0] rd_data,
    input wire [DATA_WIDTH-1:0] wr_data,
    input wire [ADDR_WIDTH-1:0] wr_addr, rd_addr,
    input wire wr_en, full, wr_clk
);
    reg [DATA_WIDTH-1:0] mem [0:FIFO_DEPTH-1];
    assign rd_data = mem[rd_addr];
    always @(posedge wr_clk) begin
        if (wr_en & (~full)) 
            mem[wr_addr] <= wr_data;
    end
endmodule
module sync_rd_to_wr #(
    parameter ADDR_WIDTH = 6
)(
    output reg [ADDR_WIDTH:0] wr_sync_to_rd,
    input wire [ADDR_WIDTH:0] rd_ptr,
    input wire wr_clk, wr_rst_n
);
    reg [ADDR_WIDTH:0] temp_ptr;
    always @(posedge wr_clk or negedge wr_rst_n) begin
        if (!wr_rst_n) begin
            {wr_sync_to_rd, temp_ptr} <= 0;
        end else begin
            {wr_sync_to_rd, temp_ptr} <= {temp_ptr, rd_ptr};
        end
    end
endmodule
module rd_ptr_empty #(
    parameter ADDR_WIDTH = 6
)(
    output reg empty,
    output wire [ADDR_WIDTH-1:0] rd_addr,
    output reg [ADDR_WIDTH:0] rd_ptr,
    input wire [ADDR_WIDTH:0] wr_sync_to_rd,
    input wire rd_en, rd_clk, rd_rst_n
);
    reg [ADDR_WIDTH:0] rd_bin;
    wire [ADDR_WIDTH:0] rd_gray_next, rd_bin_next;
    wire empty_val;
    always @(posedge rd_clk or negedge rd_rst_n) begin
        if (!rd_rst_n) begin
            {rd_bin, rd_ptr} <= 0;
        end else begin
            {rd_bin, rd_ptr} <= {rd_bin_next, rd_gray_next};
        end
    end
    assign rd_bin_next = rd_bin + (rd_en & ~empty);
    assign rd_gray_next = (rd_bin_next >> 1) ^ rd_bin_next;
    assign rd_addr = rd_bin[ADDR_WIDTH-1:0];
    assign empty_val = (rd_gray_next == wr_sync_to_rd);
    always @(posedge rd_clk or negedge rd_rst_n) begin
        if (!rd_rst_n) begin
            empty <= 1'b1;
        end else begin
            empty <= empty_val;
        end
    end
endmodule
module sync_wr_to_rd #(
    parameter ADDR_WIDTH = 6
)(
    output reg [ADDR_WIDTH:0] rd_sync_to_wr,
    input wire [ADDR_WIDTH:0] wr_ptr,
    input wire rd_clk, rd_rst_n
);
    reg [ADDR_WIDTH:0] temp_ptr;
    always @(posedge rd_clk or negedge rd_rst_n) begin
        if (!rd_rst_n) begin
            {rd_sync_to_wr, temp_ptr} <= 0;
        end else begin
            {rd_sync_to_wr, temp_ptr} <= {temp_ptr, wr_ptr};
        end
    end
endmodule
module wr_ptr_full #(
    parameter ADDR_WIDTH = 6
)(
    output reg full,
    output wire [ADDR_WIDTH-1:0] wr_addr,
    output reg [ADDR_WIDTH:0] wr_ptr,
    input wire [ADDR_WIDTH:0] rd_sync_to_wr,
    input wire wr_en, wr_clk, wr_rst_n
);
    reg [ADDR_WIDTH:0] wr_bin;
    wire [ADDR_WIDTH:0] wr_gray_next, wr_bin_next;
    wire full_val;
    always @(posedge wr_clk or negedge wr_rst_n) begin
        if (!wr_rst_n) begin
            {wr_bin, wr_ptr} <= 0;
        end else begin
            {wr_bin, wr_ptr} <= {wr_bin_next, wr_gray_next};
        end
    end
    assign wr_bin_next = wr_bin + (wr_en & ~full);
    assign wr_gray_next = (wr_bin_next >> 1) ^ wr_bin_next;
    assign wr_addr = wr_bin[ADDR_WIDTH-1:0];
    assign full_val = (wr_gray_next == {~rd_sync_to_wr[ADDR_WIDTH:ADDR_WIDTH-1], rd_sync_to_wr[ADDR_WIDTH-2:0]});
    always @(posedge wr_clk or negedge wr_rst_n) begin
        if (!wr_rst_n) begin
            full <= 1'b0;
        end else begin
            full <= full_val;
        end
    end
endmodule
```
==> out/metrics.cfg <==
[status]
status = finished clean

[cells_and_area]
final_util_pct = 34.5
syn2layout_area_growth_pct = 13.8
drive_gt1_share_pct = 22.6
final_cell_area_um2 = 25100
fill_cells = 6633

[yosys]
synth-warning-count = 5
synthArstFlopShare_pct = 9.86
synth_area_um2 = 22100
ys_types = 50
synth_cells = 1060
synth_area_per_cell_um2 = 20.8
ys.flops = 568
ys_area_um2 = 22100
edf_count = 512
yosys_cells = 1060
flop_cell = edfxtp_1
ys_seq_share_pct = 76.0

[sta]
setup_ws_ns = 4.01
finalSetupViolCount = 0
rsz0062_at_grt = false
tightest_slew_ns = 0.964
setup-tns-final_ns = 0
finalHoldViolCount = 0
skew_ns = 0.0162
relSlewSlack_pct = 35.5
maxSlewViolCount = 0

[detailed_routing]
top_layer = met5
wl_met3_um = 6510
wl_per_cell_um = 22.5
drc_errors = 0
drt_pass1_iterations = 4
viasPerCell = 4.88
finalWirelength_um = 47400
n_antenna_cell = 0
wl_met2_um = 22300
vias = 10300
wl_met1_um = 17200
ant_nets = 0
drtIter0Drc = 685

[place]
hpwlAfterDp_um = 27800
port_buffers = 22
gp_congestion = 0.819
dp_slack_ns = 4.27
placed_cell_area_um2 = 23300

[min_path]
hold_path.class = reg2reg

[pwr]
ir_drop_v = 0.000221
power_density_nw_per_um2 = 282
leakagePower_nw = 7.94

[clock_network]
cts-resized-gates = 0
hold_buffers = 0
clk_pin_slew_ns = 0.07
post_cts_buffers = 0
tritoncts = done
cts_num_sinks = 568

[global_routing]
grt_max_degree = 67
first_global_vias = 11400
grt_pass1_wl_um = 72700
grt.total_usage_pct = 14.1
antenna_found_initial = 5
grt_overflow = 0

[setup_path]
cp-start-kind = flip-flop
critical_path_required_ns = 7.76
worstPathMaxFanout = 66
cp-end-kind = output port
cp_data_arrival_time_ns = 3.75
critical_path_class = reg2out

[floorplan]
chipWidth_um = 273
core_um2 = 72800
num_rows = 99
fp_util_pct = 30.3
die_h_um = 273
io_pins = 26
dieArea_um2 = 74600

[job]
tool_warnings = 27
drv_cap = 0

==> final timing paths <==
kind / start / to / slack (ns) / cells past startpoint
setup reg to reg: wr_ptr_ctrl.full$_DFF_PN0_ / fifo_mem.mem[53][6]$_DFFE_PP_ / 6.76 / 4
setup / recovery: rd_ptr_ctrl.rd_bin[0]$_DFF_PN0_ / rd_data[6] / 4.01 / 6
max in group clk1: wr_en / fifo_mem.mem[53][6]$_DFFE_PP_ / 5.33 / 5
min in group clk0: sync_wr2rd.temp_ptr[3]$_DFF_PN0_ / sync_wr2rd.rd_sync_to_wr[3]$_DFF_PN0_ / 0.34 / 0
min in group asynchronous: wr_rst_n / wr_ptr_ctrl.wr_ptr[0]$_DFF_PN0_ / 1.73 / 2
hold / removal: rd_ptr_ctrl.rd_ptr[3]$_DFF_PN0_ / sync_rd2wr.temp_ptr[3]$_DFF_PN0_ / 0.03 / 0
max in group asynchronous: rd_rst_n / rd_ptr_ctrl.empty$_DFF_PN1_ / 7.32 / 2
hold reg to reg: rd_ptr_ctrl.rd_ptr[3]$_DFF_PN0_ / sync_rd2wr.temp_ptr[3]$_DFF_PN0_ / 0.03 / 0
==> sequential cells by signal (all words and copies together) (netlist names) <==
name / count
fifo_mem.mem: 512
sync_rd2wr.wr_sync_to_rd: 7
wr_ptr_ctrl.full: 1
sync_rd2wr.temp_ptr: 7
sync_wr2rd.rd_sync_to_wr: 7
rd_ptr_ctrl.rd_ptr: 7
sync_wr2rd.temp_ptr: 7
wr_ptr_ctrl.wr_ptr: 7
rd_ptr_ctrl.empty: 1
wr_ptr_ctrl.wr_bin: 6
rd_ptr_ctrl.rd_bin: 6
==> cells in the final DEF (no fill, tap or decap), types with 6 or more instances in the layout <==
cell             synthesis  layout
buf_4                   11      23
bufinv_16                0       6
clkdlybuf4s50_1          0      14
nor2_1                  79      79
o21ai_1                  8       8
nor2b_1                 14      14
a211oi_1                 8       8
mux2i_1                 18      18
edfxtp_1               512     512
mux4_2                 128     128
dfrtp_1                 55      52
clkbuf_16                0      56
clkbuf_1                18      13
a22oi_1                  8       8
nand2_1                 26      26
a21oi_1                 11      11
clkinv_2                 0       9
xor2_1                  19      19
o311ai_1                 8       8
o211ai_1                 8       8
nand3_1                  8       8
buf_2                   19       8
o221ai_1                 8       8
mux2_2                   8       8
clkinv_1                 0       8
xnor2_1                  7       7
xnor3_1                  9       9
o22ai_1                 16      16
==> stage by stage <==
stage / total power, mW / hold slack [ns] / cells
6_report: 7.08 / 0.0288 / 2106
5_1_grt: 7.43 / 0.0371 / 2106
4_1_cts: 7.17 / 0.00645 / 2106
3_5_place_dp: 5.06 / 0.335 / 2007
3_3_place_gp: 5.06 / 0.331 / 2007
2_1_floorplan: 4.41 / 0.331 / 1061
==> critical path, cell delays in order, from the launching register on <==
cell	delay, ns
dfrtp_4	0.90
buf_12	0.47
mux4_2	0.57
nor2b_1	0.14
a211oi_1	0.55
o311ai_1	0.23
clkdlybuf4s50_1	0.45
==> metal layers <==
layer	vias up	track usage (%)
met5	-	0
met4	10	3.47
met3	91	9.00
met2	523	21.1
met1	5257	17.6
li1	4401	-
==> logic make-up after synthesis <==
family	after synthesis	share of synthesized area (%)
AOI/OAI and AO/OA	79	2.50
DFF	568	76.0
other	1	0.0170
xor gates and xnor gates	37	2.13
and+or+nand+nor	152	3.25
buffers and inverters	64	1.49
muxes	154	14.3
adders and majority gates	5	0.284
==> synth_stat cells (all sizes together), types with 3 or more instances <==
master | instances | area [µm²]
mux2i | 18 | 180
nand3 | 10 | 67.6
o211ai | 8 | 60.1
mux2 | 8 | 90.1
xnor2 | 8 | 77.6
a22oi | 8 | 60.1
mux4 | 128 | 2880
nand3b | 5 | 37.5
and2 | 3 | 18.8
nand2 | 26 | 97.6
a21oi | 11 | 55.1
edfxtp | 512 | 15400
dfrtp | 55 | 1380
o22ai | 16 | 100
nor2 | 81 | 309
inv | 5 | 18.8
clkbuf | 18 | 67.6
buf | 41 | 241
xor2 | 19 | 166
xnor3 | 9 | 203
o311ai | 8 | 70.1
ha | 5 | 62.6
nor2b | 14 | 87.6
a211oi | 8 | 60.1
o221ai | 8 | 70.1
o21ai | 9 | 45.0
==> final cells by class <==
class / count / area (µm²) / share of cell area [%]
inverter: 5 / 18.8 / 0.0747
multi-input combinational: 429 / 4960 / 19.8
timing repair buffer: 46 / 373 / 1.49
clock buffer: 70 / 1460 / 5.83
sequential: 568 / 16800 / 66.9
tap: 959 / 1200 / 4.78
clock inverter: 29 / 305 / 1.22
==> power by group <==
group	leakage, nW	switching, mW	internal, mW
registers	5.28	0.185	2.86
clock network	0.863	0.877	1.23
logic	1.80	1.02	0.918
No activity file was given, so power comes from the tool's default toggle rates.
